==> flow/run.sh <==
#!/bin/bash
# OpenROAD 26Q1-2900-gdf79404cd8, Yosys 0.63+post, stock flow scripts
make -C /OpenROAD-flow-scripts/flow DESIGN_CONFIG=/design/flow/config.mk WORK_HOME=/design/flow/orfs finish
==> flow/config.mk <==
export PLATFORM = sky130hd
export DESIGN_NAME = MIPS_datapath
export DESIGN_NICKNAME = MIPS_datapath
export VERILOG_FILES = /design/flow/design.v
export SDC_FILE = /design/flow/constraint.sdc
export NUM_CORES = 4
export LEC_CHECK = 1
export CORE_UTILIZATION = 50
==> flow/constraint.sdc <==
current_design MIPS_datapath

set clk_period 39.1
set clk_io_pct 0.2

create_clock -name clk0 -period $clk_period [get_ports {clk}]

set non_clock_inputs [all_inputs -no_clocks]
set_input_delay [expr $clk_period * $clk_io_pct] -clock clk0 $non_clock_inputs
set_output_delay [expr $clk_period * $clk_io_pct] -clock clk0 [all_outputs]
==> flow/design.v <==
module ALU(a, b, sel, ALU_result, z_flags);
	parameter WIDTH=32;
	input [WIDTH-1:0] a, b;
	input [2:0] sel;
	output [WIDTH-1:0] ALU_result;
	output z_flags;
	reg [31:0] z;
	reg flags_overflow;
	always @(*) begin
		flags_overflow=0;
		case(sel)
			3'b000: begin
				z = ~a;
			end
			3'b001: begin
				z <= a&b;
			end
			3'b010: begin
				z <= a^b;
			end
			3'b011: begin
				z <= a|b;
			end
			3'b100: begin
				z <= a-1'b1;
			end
			3'b101: begin
				z <= a+b;
				flags_overflow = (a[31] && b[31] && ~z[31]) || (~a[31] && ~b[31] && z[31]);
			end
			3'b110: begin
				z <= a-b;
				flags_overflow = (a[31] && ~b[31] && ~z[31]) || (~a[31] && b[31] && z[31]);
			end
			3'b111: begin
				z <= a+1'b1;
			end
		endcase
	end
	assign ALU_result = z;
	assign z_flags = flags_overflow;
endmodule
module DataMemory(clk, Address, WriteData, MemWrite, ReadData, MemRead);
	input [31:0] Address;
	input [31:0] WriteData;
	input MemWrite, MemRead, clk;
	output reg [31:0] ReadData;
	reg [31:0] sram [0:31];
	always @(posedge clk)
		if(MemWrite==1 && MemRead==0) begin
			sram[Address] <= WriteData;
			end
		else if(MemRead==1 && MemWrite==0) begin
			ReadData <= sram[Address];
			end
		else begin
			ReadData <= 32'b0;
			end
endmodule 
module MIPS_datapath(
	input [31:0] WD,
	input [4:0] rs, rt, rd,
	input [15:0] imm,
	input RegWrite, RegDst, MemRead, MemWrite, MemToReg, ALUSrc, clk,
	input [2:0] ALUcontrol,
	output [31:0] out,
	output isZero,
	output [31:0] RD1, RD2
);
	wire [4:0]WR;
	wire [31:0] signEx, ALU_result, ALU_b, readdata; 
	assign WR = RegDst ? rd : rt;
	Register Regs(	.RR1(rs[4:0]),
						.RR2(rt[4:0]),
						.WR(WR[4:0]),
						.WD(WD),
						.RD1(RD1[31:0]),
						.RD2(RD2[31:0]),
						.RegWrite(RegWrite),
						.clk(clk)
					);
	Sign_extend SignExtend( .i(imm[15:0]),
									.o(signEx[31:0])
								);
	assign ALU_b = ALUSrc ? signEx : RD2;
	ALU alu(	.a(RD1[31:0]), 
				.b(ALU_b[31:0]), 
				.sel(ALUcontrol[2:0]), 
				.ALU_result(ALU_result[31:0]), 
				.z_flags(isZero)
			);
	DataMemory DM(	.Address(ALU_result[31:0]),
						.WriteData(RD2[31:0]),
						.MemRead(MemRead),
						.MemWrite(MemWrite),
						.ReadData(readdata[31:0]),
						.clk(clk)
					);
	assign out = MemToReg ? readdata : ALU_result;
endmodule
module Register(
	input [4:0] RR1, RR2, WR,
	input RegWrite, clk,
	input [31:0] WD,
	output reg [31:0] RD1, RD2
);
	reg [31:0] RegMem[0:31];
	always @(posedge clk)
	begin
		if (RegWrite)
			begin
				RegMem[WR] <= WD;
			end
	end
	always @(*)
	begin
		RD1 <= RegMem[RR1];
		RD2 <= RegMem[RR2];
	end
endmodule
module Sign_extend(i, o);
	input [15:0] i;
	output [31:0] o;
	reg [31:0] o;
	wire [15:0] i;
	always @(*) begin
		o[31:16] = {16{i[15]}};
		o[15:0] = i[15:0];
	end
endmodule
==> impl_metrics.ini <==
; synthesis and place-and-route metrics
[floorplanning]
coreArea_sq_um = 186000
die_area_sq_um = 190000
pin_count = 170
initial_utilization_pct = 50.5
die_y_microns = 436
num_rows = 158
fp.dieW_microns = 436

[pwr]
peakVddDrop_uv = 39.6
power.density_nw_per_um2 = 49.9
p_leak_nw = 34.8

[cts]
cts_hold_buf = 0
cts_root_buf = clkbuf_16
cts_tree = done
cts-htree-levels = 4
clk_pin_slew_worst_paths_ns = 0.06
clock_latency_ns = 0.88
post-cts-setup-buffer-count = 0
cts_resized = 0
cts.sinks = 2080
numCtsBuffers = 210
cts_buffer_depth = 3

[final_timing]
fin_setup_tns_ns = 0
setup_violations = 0
hold_viol = 0
finalClockPeriodUsage_pct = 62.7
rsz0062_at_grt = no
clock.fmax_ghz = 0.0408
post-route-min-period_ns = 24.50
maxSlewViolCount = 0
skew_ns = 0.0988
tightest_slew_ns = 0.992
whs_ns = 0.884
relSlewSlack_pct = 32.0

[finish]
finalInstanceArea_sq_um = 106000
area_delta_synth_final_pct = 12.9
drive_above_1_share_pct = 18.3
utilization_pct = 57.1
stdcell_count = 8877

[yosys]
largest_area_cell = edfxtp_1
syn_area_per_cell_sq_um = 15.6
synth.cell_area_sq_um = 94000
top_cell_area_share_pct = 66.4
flop_cell = edfxtp_1
common_cells = edfxtp_1 (2080), nand2_1 (781), mux4_2 (481)
ys_area_sq_um = 94000
synth.area.top_cells = edfxtp_1 (66%), mux4_2 (12%), nand2_1 (3.1%)
synthDistinctLibCells = 76
top_cell = edfxtp_1
ys.flops = 2080
yosysCellCount = 6020
syn_inst = 6020
postSynthSeqShare_pct = 66.4
ys_async_sr_fraction_pct = 0
yosysWarnings = 4
synth-edff-count = 2080

[placement]
dp_hpwl_mm = 176
gp_congestion = 0.925
placedCellCount = 8496
portBuffers = 169
placedInstanceArea_sq_um = 99700

[worst_hold_path]
hold_class = flip-flop to flip-flop

[detailed_routing]
drt_wl_total_mm = 297
highest_layer = met5
antenna_left = 0
wl_met1_mm = 95.9
via_per_inst = 6.40
wl_met2_mm = 129
wl_per_cell_microns = 33.5
num_vias = 56800
drc = 0
wl_met3_mm = 61.8
dr.first_iter.drc_count = 4259
dr.pass1.iters = 5

[grt]
gr-total-overflow = 0
antenna_found_initial = 14
grt_pass1_vias = 59900
grt_max_degree = 134
grt_pass1_wl_mm = 426
track_usage_pct = 35.4

[worst_setup_path]
end_kind = primary output
slowest_stage = buf_4
worst_path_most_repeated_cell = o21ai_0
crit_path_max_fanout = 89
crit_type = input pin to primary output
critPathMaxStageDelay_ns = 0.76
cp-start-kind = input pin
arrival_ns = 16.68
required_ns = 31.28

[outcome]
status = finished, final reports clean

[job]
drv_cap = 0
warnings = 69
[worst max-delay path: cells and delay by family]
kind	cells	cell delay, ns
adders and majority gates	1	0.42
muxes	1	0.59
and+or+nand+nor	7	1.83
buffers and inverters	6	2.68
xor gates and xnor gates	1	0.14
AOI/OAI and AO/OA	13	3.01
[per-layer routing]
| metal | up-vias | GRT usage [%] |
|---|---|---|
| li1 | 24400 | - |
| met1 | 27900 | 46.2 |
| met2 | 3925 | 46.7 |
| met3 | 555 | 30.7 |
| met4 | 30 | 8.37 |
| met5 | - | 3.50 |
[path summary, 6_finish.rpt]
path	from	endpoint	slack, ns	cells past startpoint
hold reg to reg	DM.sram[12][2]$_DFFE_PP_	DM.ReadData[2]$_SDFFCE_PN0N_	0.88	4
setup reg to reg	Regs.RegMem[23][0]$_DFFE_PP_	DM.ReadData[23]$_SDFFCE_PN0N_	31.87	22
hold / removal	DM.sram[12][2]$_DFFE_PP_	DM.ReadData[2]$_SDFFCE_PN0N_	0.88	4
setup / recovery	rt[1]	isZero	14.60	29
[area by class of cell]
cell class                      count  area [sq um]
Antenna cell                        4          10.0
Timing Repair Buffer              426          3690
Clock inverter                    114           971
Clock buffer                      263          5480
Multi-Input combinational cell   3401         30000
Inverter                          109           409
Fill cell                       13900         79900
Sequential cell                  2080         62500
Tap cell                         2480          3100
[kinds of logic (layout without fill, tap and decap cells)]
logic type	Yosys count	count (layout)	synth area share, %
AND-OR/OR-AND	1145	1145	8.26
adder cells (fa/ha/maj)	99	99	1.33
AND/OR/NAND/NOR	1341	1341	6.49
other	0	4	0
buffers and inverters	539	912	2.43
XOR/XNOR	45	45	0.419
multiplexers	771	771	14.7
flip-flops	2080	2080	66.4
[sequential cells by signal (all words and copies together) (netlist names)]
register / flops
DM.sram: 1024
Regs.RegMem: 1024
DM.ReadData: 32
[cell usage in the layout (no fill, tap or decap), types with 10 or more instances in the layout]
| master | Yosys | layout |
|---|---|---|
| edfxtp_1 | 2080 | 2080 |
| nand2_1 | 781 | 781 |
| mux4_2 | 481 | 481 |
| mux2i_1 | 257 | 257 |
| buf_4 | 22 | 251 |
| a211oi_1 | 223 | 223 |
| and2_1 | 219 | 217 |
| clkbuf_16 | 0 | 211 |
| a22oi_1 | 202 | 202 |
| a31oi_1 | 202 | 202 |
| clkdlybuf4s50_1 | 0 | 155 |
| o21ai_0 | 142 | 138 |
| a21oi_1 | 138 | 138 |
| inv_1 | 107 | 107 |
| ha_1 | 98 | 98 |
| nand3_1 | 72 | 72 |
| nor2_1 | 130 | 65 |
| nor2_4 | 0 | 65 |
| clkinv_1 | 1 | 58 |
| clkbuf_1 | 295 | 52 |
| xnor2_1 | 41 | 41 |
| o22ai_1 | 35 | 35 |
| mux2_2 | 33 | 33 |
| o211ai_1 | 32 | 32 |
| clkinv_2 | 0 | 29 |
| a41oi_1 | 24 | 24 |
| a221oi_1 | 24 | 24 |
| a311oi_1 | 20 | 20 |
| o211a_1 | 20 | 20 |
| nand2b_1 | 21 | 19 |
| nor3_1 | 19 | 16 |
| nor4_2 | 0 | 16 |
| nor2b_1 | 19 | 14 |
| a21o_1 | 13 | 13 |
| o21ai_1 | 11 | 12 |
| a21boi_0 | 10 | 10 |
[power breakdown]
part           internal [mW]  switching [mW]
registers               2.52          0.0115
clock network           1.05           0.853
logic                  0.286           0.580
total                   3.85            1.45
[stage by stage]
stage / setup WS, ns / power, mW
6_report: 14.60 / 5.30
5_1_grt: 14.07 / 5.48
4_1_cts: 14.67 / 5.32
3_5_place_dp: 14.67 / 3.43
3_3_place_gp: 14.73 / 3.43
2_1_floorplan: 16.15 / 3.07
Power and IR drop assume default switching activity.

<file path="design/flow/design.v">
module MUX2to1(
	input [31:0] A1, B0,
	output [31:0] Out,
	input sel
);
	assign Out = sel ? A1 : B0;
endmodule
</file>
<file path="design/flow/run.sh">
#!/bin/bash
# OpenROAD 26Q1-2900-gdf79404cd8, Yosys 0.63+post, stock flow scripts
make -C /OpenROAD-flow-scripts/flow DESIGN_CONFIG=/design/flow/config.mk WORK_HOME=/design/flow/orfs finish
</file>
<file path="design/flow/config.mk">
export PLATFORM = sky130hd
export DESIGN_NAME = MUX2to1
export DESIGN_NICKNAME = MUX2to1
export VERILOG_FILES = /design/flow/design.v
export SDC_FILE = /design/flow/constraint.sdc
export NUM_CORES = 4
export LEC_CHECK = 1
export CORE_AREA = 10 10 71 71
export DIE_AREA = 0 0 81 81
</file>
<file path="design/flow/constraint.sdc">
current_design MUX2to1

set clk_period 1.0
set clk_io_pct 0.2

create_clock -name clk0 -period $clk_period

set non_clock_inputs [all_inputs -no_clocks]
set_input_delay [expr $clk_period * $clk_io_pct] -clock clk0 $non_clock_inputs
set_output_delay [expr $clk_period * $clk_io_pct] -clock clk0 [all_outputs]
</file>
==> reports/summary.json <==
{
  "outcome": "finished, violations left",
  "violated_checks": "setup timing",
  "vdd_ir_drop_max_uv": 131,
  "dp.final_hpwl_um": 2550,
  "rsz0062_at_grt": "yes",
  "number_of_antenna_violations_at_the_first_check_in_global_routing": 0,
  "achievable-frequency_ghz": 0.926,
  "post-layout-total-power_w": 0.000614,
  "cp_max_fo": 10,
  "final.period_utilization": 1.08,
  "post_layout_nonfiller_instances": 182,
  "preCtsSetupSlack_ns": -0.532,
  "worst_path_largest_cell_delay_ns": 0.30,
  "seq_area_sq_um": 0,
  "syn-instance-count": 36,
  "p_per_area_mw_per_mm2": 397,
  "die_w_um": 81,
  "clockBufferCount": 0,
  "final_period_minus_worst_setup_slack_ns": 1.08,
  "yosys_stat_cell_total": 36,
  "top_level_ports": 97,
  "num_vias": 681,
  "dpl.cell_count": 180,
  "via_count_of_the_first_global_routing_pass": 754,
  "flow.area_growth_from_synthesis_pct": 184,
  "routed_length_per_placed_instance_um": 15.5,
  "remaining_drc_errors": 0,
  "worstSetupPathType": "in2out",
  "core_region_area_sq_mm": 0.00363,
  "arr_time_crit_path_ns": 0.88,
  "top_cells_by_instance_count_after_synthesis": "mux2_4, buf_12, mux2_2",
  "via_per_inst": 3.74,
  "io_buffer_count": 97,
  "stage_log_warnings": 34,
  "wirelength_um": 2810,
  "placement_rows": 22,
  "finish.utilization": 0.425,
  "ys_chip_area_sq_um": 544,
  "critPathRequiredTime_ns": 0.80,
  "slew_of_the_pin_with_the_lowest_slew_margin_ns": 0.0844,
  "worstPathCellList": "buf_12 -> buf_12 -> mux2_4 -> buf_6",
  "dieHeight_um": 81,
  "library_cell_with_the_largest_summed_area_after_synthesis": "mux2_4",
  "cts_hold_buf": 0,
  "critPathLaunchType": "input port",
  "maxSlewViolCount": 0,
  "cellLeakagePower_nw": 0.838,
  "setup_violations": 32,
  "yosys-top-cells-area": "mux2_4, buf_12, mux2_2",
  "syn-mean-instance-area_sq_um": 15.1,
  "setup_ws_ns": -0.0801,
  "dr.pass1.iters": 2,
  "die-area_sq_mm": 0.00656,
  "timing.max_cap.violations": 0,
  "crit_slowest_cell": "mux2_4",
  "end_kind": "output port",
  "num-fill-cells": 360,
  "layout-drive-gt1-share": 0.522,
  "global_placer_s_final_weighted_congestion": 0.852,
  "total_routing_resource_utilization_after_global_routing": 0.0738,
  "min-delay-path-class": "in2out",
  "syn-cell-area_sq_um": 544,
  "grt_first_pass_wirelength_um": 3920,
  "ys_seq_frac": 0,
  "grt_max_degree": 11,
  "initial_core_utilization": 0.150,
  "post-synth-top-count-cell": "mux2_4",
  "seq_cells": 0,
  "synthDistinctLibCells": 4,
  "final_antenna_net_count": 0,
  "synthesis.yosys.warnings": 0,
  "grt_remaining_overflow": 0,
  "relSlewSlack": 0.944,
  "n_antenna_cell": 0,
  "initialDrtViolationCount": 2,
  "top_cell_area_share": 0.828,
  "hold_violations": 0,
  "crit_top_cell": "buf_12"
}
==> final cells by class <==
type / instances / area [sq um] / share of cell area
timing repair buffer: 102 / 1000 / 0.650
tap: 48 / 60.1 / 0.0389
multi-input combinational: 32 / 480 / 0.311
==> routing by layer <==
layer / up-vias / track usage / share of wire
met5: - / 0 / 0
met4: 0 / 0 / 0
met3: 0 / 0.0256 / 0.11
met2: 50 / 0.132 / 0.50
met1: 299 / 0.0883 / 0.40
li1: 332 / - / -
==> worst max-delay path: cells and delay by family <==
kind,cells,cell delay [ns]
buf+inv,3,0.37
mux,1,0.30
==> kinds of logic (layout without fill, tap and decap cells) <==
| group | Yosys count | in the layout | synth area share |
|---|---|---|---|
| buffers and inverters | 4 | 102 | 0.131 |
| muxes | 32 | 32 | 0.869 |
==> path summary, 6_finish.rpt <==
check	start	to	slack, ns	depth (start not counted)
worst max-delay path	sel	Out[5]	-0.08	4
worst min-delay path	B0[31]	Out[31]	0.80	3
==> through the flow <==
stage	TNS (ns)	area, sq um	hold slack [ns]
floorplan	0	544	0.498
global placement	-16.31	1560	1.26
detailed placement	-16.56	1560	1.27
CTS	-2.35	1500	0.801
global route	-2.65	1550	0.811
finish	-2.22	1550	0.798
==> what timing repair did <==
action	in CTS	in global routing
pin swaps	0	0
endpoints found under the setup margin	32	32
endpoints found under the hold margin	0	0
resized	187	7
buffers inserted	1	0
cloned	1	0
==> cell usage in the layout (no fill, tap or decap) <==
cell,n
buf_12,4
buf_16,1
mux2_4,32
dlygate4sd2_1,64
buf_4,1
buf_6,27
buf_2,5
==> power breakdown <==
part,switching [W],total (W),internal (W)
Sequential,0,0,0
Clock,0,0,0
Combinational,0.000138,0.000614,0.000476
Total,0.000138,0.000614,0.000476
Power and IR drop assume default switching activity.
